[design/flow/constraint.sdc]
current_design ALU

set clk_period 17.8
set clk_io_pct 0.2

create_clock -name clk0 -period $clk_period

set non_clock_inputs [all_inputs -no_clocks]
set_input_delay [expr $clk_period * $clk_io_pct] -clock clk0 $non_clock_inputs
set_output_delay [expr $clk_period * $clk_io_pct] -clock clk0 [all_outputs]
[design/flow/config.mk]
export PLATFORM = sky130hd
export DESIGN_NAME = ALU
export DESIGN_NICKNAME = ALU
export VERILOG_FILES = /design/flow/design.v
export SDC_FILE = /design/flow/constraint.sdc
export NUM_CORES = 4
export LEC_CHECK = 1
export CORE_UTILIZATION = 30
[design/flow/run.sh]
#!/bin/bash
# OpenROAD 26Q1-2900-gdf79404cd8, Yosys 0.63+post, stock flow scripts
make -C /OpenROAD-flow-scripts/flow DESIGN_CONFIG=/design/flow/config.mk WORK_HOME=/design/flow/orfs finish
[design/flow/design.v]
`timescale 1ns / 1ns
module ladder(
    input[31:0] a,
    input[31:0] b,
    input cin,
    output cout,
    output[31:0] s
    );
    wire[3:0] carry;
    ladder8 a0(a[7:0], b[7:0], cin, carry[0], s[7:0]);
    ladder8 a1(a[15:8], b[15:8], carry[0], carry[1], s[15:8]);
    ladder8 a2(a[23:16], b[23:16], carry[1], carry[2], s[23:16]);
    ladder8 a3(a[31:24], b[31:24], carry[2], carry[3], s[31:24]);
    assign cout = carry[3];
endmodule
module ladder8(
    input[7:0] a,
    input[7:0] b,
    input cin,
    output cout,
    output[7:0] s
    );
    wire[7:0] p = a | b;
    wire[7:0] g = a & b;
    wire[8:0] c;
    assign c[0] = cin;
    assign cout = c[8];
    assign c[1] = g[0] | (cin & p[0]);
    assign c[2] = g[1] | (g[0] & p[1]) | (cin & p[1] & p[0]);
    assign c[3] = g[2] | (g[1] & p[2]) | (g[0] & p[2] & p[1]) | (cin & p[2] & p[1] & p[0]);
    assign c[4] = g[3] | (g[2] & p[3]) | (g[1] & p[3] & p[2]) | (g[0] & p[3] & p[2] & p[1]) | (cin & p[3] & p[2] & p[1] & p[0]);
    assign c[5] = g[4] | (g[3] & p[4]) | (g[2] & p[4] & p[3]) | (g[1] & p[4] & p[3] & p[2]) | (g[0] & p[4] & p[3] & p[2] & p[1]) | (cin & p[4] & p[3] & p[2] & p[1] & p[0]);
    assign c[6] = g[5] | (g[4] & p[5]) | (g[3] & p[5] & p[4]) | (g[2] & p[5] & p[4] & p[3]) | (g[1] & p[5] & p[4] & p[3] & p[2]) | (g[0] & p[5] & p[4] & p[3] & p[2] & p[1]) | (cin & p[5] & p[4] & p[3] & p[2] & p[1] & p[0]);
    assign c[7] = g[6] | (g[5] & p[6]) | (g[4] & p[6] & p[5]) | (g[3] & p[6] & p[5] & p[4]) | (g[2] & p[6] & p[5] & p[4] & p[3]) | (g[1] & p[6] & p[5] & p[4] & p[3] & p[2]) | (g[0] & p[6] & p[5] & p[4] & p[3] & p[2] & p[1]) | (cin & p[6] & p[5] & p[4] & p[3] & p[2] & p[1] & p[0]);
    assign c[8] = g[7] | (g[6] & p[7]) | (g[5] & p[7] & p[6]) | (g[4] & p[7] & p[6] & p[5]) | (g[3] & p[7] & p[6] & p[5] & p[4]) | (g[2] & p[7] & p[6] & p[5] & p[4] & p[3]) | (g[1] & p[7] & p[6] & p[5] & p[4] & p[3] & p[2]) | (g[0] & p[7] & p[6] & p[5] & p[4] & p[3] & p[2] & p[1]) | (cin & p[7] & p[6] & p[5] & p[4] & p[3] & p[2] & p[1] & p[0]);
    assign s = a ^ b ^ c[7:0];
endmodule
module ALU(
    input[31:0] A,
    input[31:0] B,
    input[5:0] Op,
    input[4:0] S,
    output Over,
    output Zero,
    output[31:0] C
    );
    wire op_add;
    wire op_addu;
    wire op_sub;
    wire op_subu;
    wire op_sll;
    wire op_srl;
    wire op_sra;
    wire op_and;
    wire op_or;
    wire op_xor;
    wire op_nor;
    assign op_jr   = Op[5:0] == 6'b001000;
    assign op_add  = Op[5:0] == 6'b100000;
    assign op_addu = Op[5:0] == 6'b100001;
    assign op_sub  = Op[5:0] == 6'b100010;
    assign op_subu = Op[5:0] == 6'b100011;
    assign op_sll  = Op[5:3] == 3'b000 && Op[1:0] == 2'b00;
    assign op_srl  = Op[5:3] == 3'b000 && Op[1:0] == 2'b10;
    assign op_sra  = Op[5:3] == 3'b000 && Op[1:0] == 2'b11;
    assign op_and  = Op[5:0] == 6'b100100;
    assign op_or   = Op[5:0] == 6'b100101;
    assign op_xor  = Op[5:0] == 6'b100110;
    assign op_nor  = Op[5:0] == 6'b100111;
    assign op_slt  = Op[5:0] == 6'b101010;
    assign op_sltu = Op[5:0] == 6'b101011;
    wire[4:0] shamt;
    wire[31:0] Bx;
    wire[31:0] add_sub_result;
    wire[31:0] sll_result;
    wire[31:0] srl_result;
    wire[31:0] sra_result;
    wire[31:0] and_result;
    wire[31:0] or_result;
    wire[31:0] xor_result;
    wire[31:0] nor_result;
    wire[31:0] slt_result;
    wire[31:0] sltu_result;
    assign Bx = {32{op_sub | op_subu}} ^ B;
    ladder add_sub_ladder(
        .a(A),
        .b(Bx),
        .cin(op_sub | op_subu),
        .cout(Z),
        .s(add_sub_result)
        );
    assign shamt = Op[2] ? A[4:0] : S;
    assign sll_result = B << shamt;
    assign srl_result = B >> shamt;
    assign sra_result = ($signed(B)) >>> shamt;
    assign and_result = A & B;
    assign or_result  = A | B;
    assign xor_result = A ^ B;
    assign nor_result = ~or_result;
    assign slt_result = ($signed(A) < $signed(B)) ? 32'b1 : 32'b0;
    assign sltu_result = (A < B) ? 32'b1 : 32'b0;
    assign C = (({32{op_add | op_addu | op_sub | op_subu}}) & add_sub_result) 
             | (({32{op_sll}}) & sll_result)
             | (({32{op_srl}}) & srl_result)
             | (({32{op_sra}}) & sra_result)
             | (({32{op_and}}) & and_result)
             | (({32{op_or}}) & or_result)
             | (({32{op_xor}}) & xor_result)
             | (({32{op_nor}}) & nor_result)
             | (({32{op_jr}}) & A)
             | (({32{op_slt}}) & slt_result)
             | (({32{op_sltu}}) & sltu_result);
    assign Over = (op_add & (A[31] == B[31] && A[31] != C[31]))
                | (op_sub & (A[31] != B[31] && A[31] != C[31]));
    assign Zero = (C == 32'b0);
endmodule
==> results.toml <==
# generated from flow reports
[synth]
syn-instance-count = 1413
synth.avg_cell_area_um2 = 7.32
top_cell = "ha_1"
netlist_top_cells_count = "ha_1, nand2_1, inv_1"
synth_area_um2 = 10300
synth.top_cell.area_share_pct = 18.9
synth_cell_types = 85
yosys_area_um2 = 10300
area_leaders = "ha_1, mux4_2, mux2i_1"
yosys.area.top_type = "ha_1"
ys_cells = 1413
synth_seq_share_pct = 0
ys_warn_count = 4

[timing]
worst_slew_pin_slew_ns = 1.01
period_minus_slack_ns = 15.76
clock.fmax_ghz = 0.0634
hold_slack_ns = 8.35
fin_setup_tns_ns = 0
final.setup.worst_slack_ns = 2.04
finalMaxSlewViolations = 0
hold_violations = 0
finalSetupViolCount = 0
final.period_utilization_pct = 88.6
grt_setup_unrepaired = "false"
slew_headroom_pct = 32.9

[pwr]
total_power_mw = 0.395
internal_power_mw = 0.149
swShare_pct = 62.3
combPwrFrac_pct = 100.0
peakVddDrop_uv = 15.7
cellPowerDensity_nw_per_um2 = 33.0
clockPowerShare_pct = 0
power_frac_seq_pct = 0
p_leak_nw = 5.01
switchingPower_mw = 0.246

[setup_path]
start_kind = "input port"
arrival_ns = 12.20
worstPathMaxFanout = 35
path_class = "in -> out"
cp_data_required_time_ns = 14.24
end_kind = "output pin"

[placed_design]
hpwl_mm = 44.2
pre_cts_ws_ns = 2.12
dpl_cell_area_um2 = 12000
gp_congestion = 1.08
placedCellCount = 1910
portBuffers = 109

[min_path]
hold_end = "C[1]"
min-delay-start = "Op[1]"
hold_depth = 6
hp-class = "in -> out"

[die]
chipArea_um2 = 35200
io_pins = 109
coreArea_um2 = 33700
row_count = 67
die.size.x_um = 188
initCoreUtil_pct = 30.7
die_y_um = 188

[route]
drc = 0
antenna_cells = 0
dr.max_layer_used = "met5"
drt-met1-wl_mm = 24.9
dr.pass1.iters = 9
vias = 12000
drt_iter0_drc = 1528
detail-route-antenna-nets = 0
wl_mm = 56.6
wl_met2_mm = 23.9
vias_per_cell = 6.26
wl_met3_mm = 5.70
wire_per_inst_um = 29.6

[clock_network]
hold_buffers = 0
cts_resized = 0
postCtsSetupBuffers = 0

[grt]
grt-ovfl-total = 0
grt_use_total_pct = 32.0
first_global_vias = 11100
grt_pass1_wl_mm = 80.9
antenna_found_initial = 1
grt_max_degree = 55

[layout]
drive_gt1_share_pct = 8.62
clkbuf_count = 0
logic_area_um2 = 9440
fin_area_um2 = 12000
seq_cell_count = 0
final_cells = 1910
area_growth_syn_to_layout_pct = 15.6
register_area_um2 = 0
nFillCells = 3550
final_core_util_pct = 35.5

[status]
outcome = "finished, final reports clean"

[flow_run]
warning_count = 129
maxCapViolations = 0
## how the worst max path moves through the flow
stage / start / to / slack, ns / cells after the start
6_report: Op[3] / Zero / 2.04 / 28
5_1_grt: Op[3] / Zero / 1.45 / 27
4_1_cts: Op[3] / Zero / 2.10 / 27
## final cells by class
type	instances	area share [%]
multi-input cells	1176	78.9
repair buffers	166	12.7
well taps	448	4.69
inverters	120	3.77
## critical path: stages
cell and delay, ns:
clkdlybuf4s50_1 0.58, nor4b_4 0.33, buf_4 0.47, nand2_2 0.08
buf_4 0.30, xnor2_1 0.21, inv_1 0.08, ha_1 0.18
inv_1 0.06, a2111oi_0 0.80, a211oi_1 0.17, buf_4 0.20
a21o_1 0.26, a22oi_1 0.43, a21oi_1 0.21, nor2_1 0.13
o21ai_0 0.15, fa_1 0.44, xor2_1 0.17, a22oi_1 0.24
nand4_1 0.14, or4b_4 0.56, or4_1 0.51, or4_1 0.52
nor3b_1 0.41, and4bb_1 0.28, nor4bb_2 0.20, clkdlybuf4s50_1 0.51
## cell usage in the layout, fill, tap and decap left out, types with 5 or more instances in the layout
master           instances
ha_1                   156
nand2_1                124
inv_1                  119
nor2_1                 110
clkdlybuf4s50_1        108
a21oi_1                 73
xnor2_1                 71
mux2i_1                 65
o21ai_0                 63
buf_4                   57
mux4_2                  39
a22oi_1                 37
o211ai_1                35
nand3_1                 34
nor3_1                  28
a211oi_1                23
a222oi_1                21
nand2b_1                18
a31oi_1                 16
a221oi_1                16
or3_1                   13
o31ai_1                 13
a211o_1                 11
nor4_1                  11
a32oi_1                 11
nand4_1                 10
mux2_2                  10
nor2b_1                  9
o22ai_1                  9
xor2_1                   9
o221ai_1                 8
a22o_1                   8
a2111oi_0                7
o2bb2ai_1                7
a21o_1                   6
a32o_1                   6
and2_1                   6
mux2i_4                  5
o311ai_0                 5
a311o_1                  5
## power groups by stage
stage | clock network [mW] | logic (mW) | registers (mW)
6_report | 0 | 0.395 | 0
5_1_grt | 0 | 0.416 | 0
4_1_cts | 0 | 0.383 | 0
## routing by layer
layer / global-route usage, % / up-vias
li1: - / 5372
met1: 47.0 / 5768
met2: 46.6 / 704
met3: 6.95 / 117
met4: 10.4 / 2
met5: 0 / -
## kinds of logic after synthesis
group / count (synthesis) / synth area share, %
AND-OR/OR-AND: 418 / 29.0
AND/OR/NAND/NOR: 398 / 18.5
multiplexers: 121 / 17.0
XOR/XNOR: 80 / 6.77
adder cells (fa/ha/maj): 159 / 19.4
buffers and inverters: 237 / 9.31
Power figures rest on the tool's default switching activity, not on a simulated workload.
