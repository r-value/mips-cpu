**config.mk**
```make
export PLATFORM = sky130hd
export DESIGN_NAME = ProgramCntr
export DESIGN_NICKNAME = ProgramCntr
export VERILOG_FILES = /design/flow/design.v
export SDC_FILE = /design/flow/constraint.sdc
export NUM_CORES = 4
export LEC_CHECK = 1
export CORE_UTILIZATION = 40
```
**constraint.sdc**
```tcl
current_design ProgramCntr

set clk_period 4.6
set clk_io_pct 0.2

create_clock -name clk0 -period $clk_period [get_ports {clock}]

set non_clock_inputs [all_inputs -no_clocks]
set_input_delay [expr $clk_period * $clk_io_pct] -clock clk0 $non_clock_inputs
set_output_delay [expr $clk_period * $clk_io_pct] -clock clk0 [all_outputs]
```
**design.v**
```verilog
`timescale 1ns / 1ps
module ProgramCntr(
    input reset,
    input clock,
    input hold,
    input jumpEnabled,
    input[31:0] jumpInput,
    output[31:0] pcValue
    );
    reg[31:0] pcValueReg;
    always@(posedge clock)
    begin
        if(reset)
        begin
            pcValueReg <= 32'h00003000;
        end
        else if(!hold)
        begin
            if(jumpEnabled)
            begin
                pcValueReg <= jumpInput;
            end
            else
            begin
                pcValueReg <= pcValueReg + 32'h4;
            end
        end
    end
    assign pcValue = pcValueReg;
endmodule
```
**run.sh**
```bash
#!/bin/bash
# OpenROAD 26Q1-2900-gdf79404cd8, Yosys 0.63+post, stock flow scripts
make -C /OpenROAD-flow-scripts/flow DESIGN_CONFIG=/design/flow/config.mk WORK_HOME=/design/flow/orfs finish
```
==> flow_summary.toml <==
# flow metrics
[synth]
top_logic_kind = "simple AND/OR/NAND/NOR gates"
synthFlopType = "dfxtp_1"
top_cell_area_share_pct = 33.16
ys_seq_share_pct = 33.16
ys_warn_count = 1
yosysCellCount = 263
synth_area_leader_cell = "dfxtp_1"
synth_cell_type_count = 46
syn_inst = 263
ys_sh_aoi_pct = 27.27
synth-edff-count = 0
synth.area.top_cells = "dfxtp_1 (33%), nor2_1 (7.0%), a21oi_1 (4.9%)"
synthXorXnorAreaFrac_pct = 0
async_reset_ff_share_pct = 0
avgSynthCellArea_um2 = 7.345
numSynthFlops = 32
ys_sh_adder_pct = 0.6477
yosys.area_share.simple_pct = 30.57
ys_area_um2 = 1932
syn_area_um2 = 1932
mux_share_pct = 3.627

[timing]
setup_violations = 0
finClkSkew_ns = 0.005765
slew_headroom_pct = 55.28
fin_crit_ns = 2.852
worst_pin_slew_ns = 0.6701
finalHoldViolations = 0
finalSetupTns_ns = 0
fmax_mhz = 350.7
fin_crit_sh_pct = 61.99
maxSlewViolCount = 0
rsz0062_at_grt = "no"

[min_path]
min_to = "pcValueReg[1]"
hp-start = "pcValueReg[1]"
min_path_type = "reg2reg"
timing.hold.worst_path_depth = 2

[grt]
globalRouteTotalUtil_pct = 25.35
overflow = 0
grt_pass1_vias = 2102
grt_pass1_wl_um = 10110
grt_max_degree = 33
grt_antenna_before_repair = 0

[cts]
cts_inserted_buffers = 5
clk_path_buf_depth = 2
clk_pin_slew_ns = 0.06
postCtsHoldBufs = 0
cts_sinks = 32
cts_tree = "yes"
ctsRootBufferMaster = "clkbuf_8"
post_cts_buffers = 0
htreeDepth = 2
clock_latency_ns = 0.28
cts_repair_resize_count = 0

[final_layout]
logic_area_um2 = 1200
top_regs = "pcValueReg: 32 flops"
largest_register_ffs = 32
fin_area_um2 = 2705
syn_to_final_growth_pct = 40.03
top_register = "pcValueReg"
layout_top_cell = "clkdlybuf4s50_1"
drive_above_1_share_pct = 5.280
lay_top_cells = "clkdlybuf4s50_1 (67), nor2_1 (36), dfxtp_1 (32), nand2_1 (24), a21oi_1 (19)"
fillers = 418
flop_area_um2 = 640.6

[detailed_routing]
wl_um = 5841
ant_nets = 0
first_pass_iters = 4
drcViolationCount = 0
routedWlPerCell_um = 15.62
viasPerCell = 5.936
antenna_cells = 0
vias = 2220
drt_iter0_drc = 173

[placed_design]
place_hpwl_um = 3990
dpl_cell_area_um2 = 2636
port_buffers = 67
gp_congestion = 0.9071

[setup_path]
cp-end-kind = "flip-flop"
worstRegToRegCells = 6
rr_startpoint = "pcValueReg[2]"
crit_type = "in2reg"
cp-start-kind = "primary input"
r2r-end = "pcValueReg[24]"
crit_required_ns = 4.81
crit_path_max_fanout = 32
reg2reg_slack_ns = 2.46
arrival_ns = 3.06

[floorplan]
chipWidth_um = 71.50
die_y_um = 71.50
std_cell_rows = 24
core-area_um2 = 4504
pin_count = 68
die_area_um2 = 5112
initCoreUtil_pct = 42.89

[run]
warnings = 26
drv_cap = 0

[power_and_ir_drop]
peakVddDrop_mv = 0.1361
leakage_uw = 0.0009484
powerDensity_nw_per_um2 = 237.0

[outcome]
status = "complete, no violations"
-- Yosys cell counts (2+ instances only) --
library cell  instances
a41oi_1               3
o31ai_1               3
o21ai_0              16
inv_1                 6
or3_1                 2
nand4_1              11
and3_1                3
a31oi_1               7
a21oi_1              19
nand3_1              12
or2_2                 3
nand2_1              24
a21o_1                2
a211oi_1              5
o21a_1                3
a22oi_1               7
nor4_1                7
nor3b_1               2
nor3_1                6
mux2i_1               7
buf_1                 3
dfxtp_1              32
o41ai_1               2
clkbuf_1             14
o22ai_1               8
nor2_1               36
-- how the worst max path moves through the flow --
| stage | start | cells after the start | to |
|---|---|---|---|
| after CTS | hold | 6 | pcValueReg[24] |
| after global routing | hold | 6 | pcValueReg[16] |
| final | hold | 6 | pcValueReg[24] |
-- stage by stage --
step | setup WS (ns) | total power [µW] | utilization, % | hold slack (ns) | instances
after detailed placement | 1.494 | 453.1 | 58.53 | 0.4476 | 369
after CTS | 1.775 | 647.5 | 60.06 | 0.4555 | 374
after floorplan | 2.607 | 373.7 | - | 0.4218 | 263
after global routing | 1.571 | 676.1 | 60.06 | 0.4800 | 374
final | 1.748 | 641.1 | 60.06 | 0.4541 | 374
after global placement | 1.473 | 454.0 | 58.53 | 0.4441 | 369
-- cell type report --
cell class	count	share of cell area, %
multi-input cells	207	44.36
repair buffers	72	26.18
flip-flops and latches	32	23.68
clock buffers	5	2.544
well taps	52	2.405
inverters	6	0.8326
-- critical path, stage by stage --
cell and delay (ns):
clkdlybuf4s50_1 0.39, buf_4 0.24, inv_1 0.53, nand2_1 0.39, or3_1 0.43, a31oi_1 0.15
-- per-layer routing --
metal  vias up  track usage (%)  wire length (µm)
li1       1114                -                 -
met5         -                0                 0
met1       999            37.97              2649
met2       101            38.94              2656
met4         0            5.229                64
met3         6            5.278               470
-- kinds of logic after synthesis --
family                   count (synthesis)
AND/OR/NAND/NOR                        117
AND-OR/OR-AND                           82
flip-flops                              32
buffers and inverters                   24
multiplexers                             7
adder cells (fa/ha/maj)                  1
-- power breakdown --
group / internal [µW] / switching [µW] / total [µW]
Clock: 97.4 / 96.0 / 193
Combinational: 79.6 / 50.9 / 130
Sequential: 294 / 23.3 / 317
Power is estimated from default activity; no workload was simulated.
